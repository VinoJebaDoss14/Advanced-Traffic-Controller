--- flow/run.sh ---
#!/bin/bash
# OpenROAD 26Q1-2900-gdf79404cd8, Yosys 0.63+post, stock flow scripts
make -C /OpenROAD-flow-scripts/flow DESIGN_CONFIG=/design/flow/config.mk WORK_HOME=/design/flow/orfs finish
--- flow/config.mk ---
export PLATFORM = sky130hd
export DESIGN_NAME = traffic_light_4way
export DESIGN_NICKNAME = traffic_light_4way
export VERILOG_FILES = /design/flow/design.v
export SDC_FILE = /design/flow/constraint.sdc
export NUM_CORES = 4
export LEC_CHECK = 1
export CORE_UTILIZATION = 30
--- flow/constraint.sdc ---
current_design traffic_light_4way

set clk_period 4.9
set clk_io_pct 0.2

create_clock -name clk0 -period $clk_period [get_ports {clk}]

set non_clock_inputs [all_inputs -no_clocks]
set_input_delay [expr $clk_period * $clk_io_pct] -clock clk0 $non_clock_inputs
set_output_delay [expr $clk_period * $clk_io_pct] -clock clk0 [all_outputs]
--- flow/design.v ---
module traffic_light_4way(
    light_north,    
    light_south,    
    light_east,     
    light_west,     
    ped_walk,       
    emergency_in,   
    clk,            
    rst_n           
);
parameter GREEN = 3'b001;  
parameter YELLOW = 3'b010;  
parameter RED = 3'b100;     
parameter NG_S = 4'b0000,  
          NY_S = 4'b0001,  
          EG_S = 4'b0010,  
          EY_S = 4'b0011,  
          SG_S = 4'b0100,  
          SY_S = 4'b0101,  
          WG_S = 4'b0110,  
          WY_S = 4'b0111,  
          PED_S = 4'b1000,  
          EMERGENCY_S = 4'b1001;  
parameter GREEN_DURATION = 10;      
parameter YELLOW_DURATION = 3;      
parameter PEDESTRIAN_DURATION = 10;  
input clk;              
input rst_n;            
input emergency_in;     
output reg [2:0] light_north;  
output reg [2:0] light_south;  
output reg [2:0] light_east;   
output reg [2:0] light_west;   
output reg ped_walk;          
reg [3:0] state, next_state;  
reg [3:0] saved_state;        
reg [27:0] count = 0;         
reg [3:0] timer_count = 0;    
reg timer_reset = 0;          
wire clk_enable;              
always @(posedge clk) begin
    count <= count + 1;  
    if (count == 3)  
        count <= 0;  
end
assign clk_enable = (count == 3);  
always @(posedge clk or negedge rst_n) begin
    if (~rst_n) begin  
        timer_count <= 0;  
    end else if (clk_enable) begin  
        if (timer_reset) begin  
            timer_count <= 0;  
        end else begin
            timer_count <= timer_count + 1;  
        end
    end
end
always @(posedge clk or negedge rst_n) begin
    if (~rst_n) begin
        state <= NG_S;         
        saved_state <= NG_S;   
    end else
        state <= next_state;  
end
always @(*) begin
    light_north = RED;
    light_south = RED;
    light_east = RED;
    light_west = RED;
    ped_walk = 0;         
    next_state = state;
    timer_reset = 0;     
    if (emergency_in) begin
        if (state != EMERGENCY_S) begin
            saved_state = state;  
        end
        next_state = EMERGENCY_S;  
    end else begin  
        case (state)
            NG_S: begin  
                light_north = GREEN;
                if (clk_enable && (timer_count == GREEN_DURATION - 1)) begin
                    next_state = NY_S;
                    timer_reset = 1;  
                end
            end
            NY_S: begin  
                light_north = YELLOW;
                if (clk_enable && (timer_count == YELLOW_DURATION - 1)) begin
                    next_state = EG_S;
                    timer_reset = 1;
                end
            end
            EG_S: begin  
                light_east = GREEN;
                if (clk_enable && (timer_count == GREEN_DURATION - 1)) begin
                    next_state = EY_S;
                    timer_reset = 1;
                end
            end
            EY_S: begin  
                light_east = YELLOW;
                if (clk_enable && (timer_count == YELLOW_DURATION - 1)) begin
                    next_state = SG_S;
                    timer_reset = 1;
                end
            end
            SG_S: begin  
                light_south = GREEN;
                if (clk_enable && (timer_count == GREEN_DURATION - 1)) begin
                    next_state = SY_S;
                    timer_reset = 1;
                end
            end
            SY_S: begin  
                light_south = YELLOW;
                if (clk_enable && (timer_count == YELLOW_DURATION - 1)) begin
                    next_state = WG_S;
                    timer_reset = 1;
                end
            end
            WG_S: begin  
                light_west = GREEN;
                if (clk_enable && (timer_count == GREEN_DURATION - 1)) begin
                    next_state = WY_S;
                    timer_reset = 1;
                end
            end
            WY_S: begin  
                light_west = YELLOW;
                if (clk_enable && (timer_count == YELLOW_DURATION - 1)) begin
                    next_state = PED_S;  
                    timer_reset = 1;
                end
            end
            PED_S: begin  
                ped_walk = 1;  
                if (clk_enable && (timer_count == PEDESTRIAN_DURATION - 1)) begin
                    next_state = NG_S;  
                    timer_reset = 1;
                end
            end
            EMERGENCY_S: begin  
                next_state = saved_state;  
                timer_reset = 1;           
            end
            default: begin  
                next_state = NG_S;  
                timer_reset = 1;
            end
        endcase
    end
end
endmodule
==> GITHUB_STEP_SUMMARY <==
### Flow metrics

| Metric | Value |
|---|---|
| Cell Type Count | `38` |
| Status | `finished, final reports clean` |
| Placeable Area | `between 5000 and 6000 µm²` |
| Total Routing Usage GR | `between 10% and 20%` |
| Initial antenna violation count | `0` |
| Root buf cell | `clkbuf_8` |
| N_diodes | `0` |
| OpenROAD warning count | `27` |
| Post-layout minimum cycle time | `3540 ps` |
| Number of global-route vias before repair | `1195` |
| TritonCTS Buffers | `5` |
| Pleak | `0.831 nW` |
| Place WS | `about 1400 ps` |
| Area post-placement | `2090 µm²` |
| Initial Util | `between 30% and 40%` |
| CP Data Required Time | `3920 ps` |
| Final Cell Area | `roughly 2200 µm²` |
| Hold Path Cell Cnt | `1` |
| Die height | `~81 µm` |
| Max Freq | `about 280 MHz` |
| Hold Vio Cnt, Final | `0` |
| Clock group share of total power | `36.9%` |
| IO Count | `16` |
| Port bufs | `15` |
| H-tree depth | `2` |
| Drt drc | `0` |
| Psw | `about 0.12 mW` |
| Final period util | `between 70 and 80%` |
| CP Max Fanout | `14` |
| Synth-to-layout area growth | `17.2%` |
| Via Count | `1317` |
| Slew headroom | `a little under three fifths` |
| CTS tree | `built` |
| Row cnt | `28` |
| Number of max-cap violations | `0` |
| Sw Ratio | `roughly 21%` |
| DRT Pass-1 Iters | `4` |
| Worst Reg2Reg Path Length in Cells | `6` |
| Setup slack after layout | `around 1400 ps` |
| Total Wirelength | `around 3.3 mm` |
| Avg Vias per Cell | `4.70` |
| Number of enable flip-flop cells | `0` |
| Cells after Synth | `around 180` |
| Sum Neg Setup Slack | `0 ps` |
| Final Wtd Congestion | `around 0.79` |
| Wire per inst | `about 12 µm` |
| Yosys stat area | `around 1900 µm²` |
| # Post-CTS Setup Buffers | `0` |
| Cells in synth_stat.txt | `184` |
| Combinational Power Share | `around 2.0%` |
| Total gr overflow | `0` |
| Clock network latency to the later pin of the worst-skew pair | `roughly 280 ps` |
| RSZ-0062 raised after global routing | `no` |
| Total Power | `about 0.56 mW` |
| Ys Warns | `9` |
| Ys async rst share | `33.3%` |
| WP data arrival | `approximately 2600 ps` |
| Crit path launch type | `input port` |
| Detail Route Antenna Nets | `0` |
| Most used flip-flop cell | `dfxtp_1` |
| Hold Buf Count CTS | `0` |
| Final Max Tran Viols | `0` |
| Internal power | `0.448 mW` |
| Peak supply drop | `141 µV` |
| Final Instance Count excl. Fillers | `between 200 and 300` |
| Placed instance count | `between 200 and 300` |
| Clk slew on worst S/H paths | `around 80 ps` |
| Worst setup EP type | `output pin` |
| Clk buf depth | `2` |
| Seq pwr share | `between 60% and 70%` |
| First-pass GRT wire length | `between 5 and 6 mm` |
| Seq/Total Area, Yosys | `between 40 and 50%` |
| Post-synthesis cell area | `1850 µm²` |
| Die area | `~6500 µm²` |
| Post-DP HPWL | `around 2.4 mm` |
| P per Cell Area | `260 nW/µm²` |
| Avg Synthesized Cell Area | `10.1 µm²` |
| Layout cells sized above 1 | `6.83%` |
| Pin count of the biggest net entering global routing | `15` |
| Iter 0 DRT Violations | `31` |
| Critical path type | `input port to output pin` |
| Post-synthesis register bit count | `42` |
| Skew final | `about 4.7 ps` |
| Post-CTS sizing | `0` |
| Pin slew with the least headroom to its limit | `around 640 ps` |
| # setup viols final | `0` |
| CTS sink cnt | `roughly 42` |
| Die span in x | `80.5 µm` |
| HP Class | `register to register` |
==> power by group through the flow <==
stage / logic, mW / registers [mW] / clock network (mW)
6_report: 0.0113 / 0.345 / 0.208
5_1_grt: 0.0129 / 0.345 / 0.233
4_1_cts: 0.0116 / 0.345 / 0.221
==> stage by stage <==
stage	hold WS (ps)	util (%)
4_1_cts	467	36.6
3_3_place_gp	442	35.2
6_report	465	36.6
3_5_place_dp	456	35.2
5_1_grt	492	36.6
2_1_floorplan	430	-
==> cells in the final DEF, fill, tap and decap left out, types with 7 or more instances in the layout <==
cell	instances
dfxtp_1	28
xnor2_1	19
clkdlybuf4s50_1	15
nor2_1	14
dfrtp_1	13
nand2_1	12
inv_1	9
nand4_1	8
nor2b_1	7
nand3_1	7
xor2_1	7
==> worst max-delay path, cell delays in order <==
cell             delay [ps]
clkdlybuf4s50_1         740
nand2b_1                210
inv_1                    60
nor2_1                  100
clkdlybuf4s50_1         460
==> worst paths after layout <==
path | to | start | slack [ps]
setup / recovery | light_south[2] | emergency_in | 1360
hold / removal | count[27] | count[27] | 460
setup reg to reg | state[7] | count[0] | 2850
hold reg to reg | count[27] | count[27] | 460
max in group asynchronous | timer_count[1] | rst_n | 3400
min in group asynchronous | state[2] | rst_n | 1090
==> metal layers <==
metal / share of wire [%] / track usage (%) / vias to the layer above
met1: 55 / 19.0 / 602
met5: 0 / 0 / -
met4: 0.46 / 1.25 / 0
met3: 3.4 / 2.31 / 2
met2: 41 / 16.5 / 22
li1: - / - / 691
==> cell families after synthesis <==
family	share of synthesized area (%)
compound gates	6.42
xor+xnor	12.3
fa+ha+maj	2.70
buf+inv	2.23
flops	49.3
simple gates	27.0
==> synth_stat cells (2+ instances only) <==
cell type  number  area share, %
dfrtp_1        13             18
a22o_1          6            2.8
inv_1           9            1.8
and3_1          5            1.7
nor3_2          2            1.1
xnor2_1        19            9.0
and4_1          4            1.9
nor2b_1         7            2.4
or3_1           2           0.68
nand2_1        12            2.4
nor2_1         14            2.8
nor3_1          3           0.81
nand3_1         7            1.9
nor4_1          5            1.7
or4_1           3            1.2
o22ai_1         3            1.0
a21oi_1         2           0.54
clkbuf_1        2           0.41
nand2b_1        3            1.0
ha_1            4            2.7
dfxtp_1        28             30
nand4_1         8            2.7
xor2_1          7            3.3
and2_1          2           0.68
==> sequential cells by signal (all words and copies together), names as in the netlist <==
name,flops
timer_count,4
count,28
state,10
==> layout make-up <==
type                       count  area, µm²
fill                         584       3750
clock inverter                 2       8.76
inverter                       9       33.8
clock buffer                   6       72.6
multi-input combinational    131        897
sequential                    42        912
tap                           75       93.8
timing repair buffer          15        150
Power and IR drop assume default switching activity.
